==> flow/design.v <==
module counter_n(r,en,co,q,clk);
parameter n = 2;
parameter counter_bits=1;
input r,en,clk;
output co;
output [counter_bits-1:0]q;
reg [counter_bits-1:0]q=0;
assign co=(q==(n-1))&& en; 
always @ (posedge clk)begin
    if(r==1)
        q <= 0; 
   else if(en)
   begin
       if(q==(n-1))
       q=0; 
       else
       q=q+1;
   end
end
endmodule
module mcu(clk,reset,play_pause,next,play,reset_play,song_done,song);
input clk; 
input reset,play_pause,next;
input song_done; 
output play,reset_play;
output [1:0]song; 
wire nextsong; 
mcu_c mcu_c1(.clk(clk),.reset(reset),.play_pause(play_pause),.next(next),.play(play),.reset_play(reset_play),.song_done(song_done),.nextsong(nextsong)); 
counter_n #(.n(4),.counter_bits(2))counter_n1(.en(nextsong),.r(reset),.clk(clk),.q(song),.co()); 
endmodule
module mcu_c(clk,reset,play_pause,next,play,reset_play,song_done,nextsong);
input clk,reset,play_pause,next,song_done;
output play,reset_play,nextsong;
parameter RESET=0,PAUSE=1,PLAY=2,NEXT=3; 
reg [1:0]state,nextstate;
reg play;
reg reset_play;
reg nextsong;
always @(posedge clk)begin
    if(reset)
        state=RESET;
    else
        state=nextstate;
end
always @(*)begin
    play=0;nextsong=0;reset_play=0; 
    case(state)
        RESET:begin 
            play=0;
            nextsong=0;
            reset_play=1;
            nextstate=PAUSE;
        end
        PAUSE:begin
            play=0;
            nextsong=0;
            reset_play=0;
            if(play_pause)
                nextstate=PLAY;
            else begin
                if(next)
                    nextstate=NEXT;
                else
                    nextstate=PAUSE;
            end
        end
        PLAY:begin
            play=1;
            nextsong=0;
            reset_play=0;
            if(play_pause)
                nextstate=PAUSE;
            else begin
                if(next)
                    nextstate=NEXT;
                else begin
                    if(song_done)
                        nextstate=RESET;
                    else
                        nextstate=PLAY;
                end
            end
        end
        NEXT:begin
            play=0;
            nextsong=1;
            reset_play=1;
            nextstate=PLAY;
        end
        default:nextstate=RESET;
    endcase
end
endmodule
==> flow/run.sh <==
#!/bin/bash
# OpenROAD 26Q1-2900-gdf79404cd8, Yosys 0.63+post, stock flow scripts
make -C /OpenROAD-flow-scripts/flow DESIGN_CONFIG=/design/flow/config.mk WORK_HOME=/design/flow/orfs finish
==> flow/config.mk <==
export PLATFORM = sky130hd
export DESIGN_NAME = mcu
export DESIGN_NICKNAME = mcu
export VERILOG_FILES = /design/flow/design.v
export SDC_FILE = /design/flow/constraint.sdc
export NUM_CORES = 4
export LEC_CHECK = 1
export CORE_AREA = 10 10 70 70
export DIE_AREA = 0 0 80 80
==> flow/constraint.sdc <==
current_design mcu

set clk_period 1.0
set clk_io_pct 0.2

create_clock -name clk0 -period $clk_period [get_ports {clk}]

set non_clock_inputs [all_inputs -no_clocks]
set_input_delay [expr $clk_period * $clk_io_pct] -clock clk0 $non_clock_inputs
set_output_delay [expr $clk_period * $clk_io_pct] -clock clk0 [all_outputs]
==> metrics.yaml <==
worst_setup_path:
  timing.rr.end: "counter_n1.q[0]"
  worstPathRequired_ps: 800
  crit_arrival_ps: 960
  crit_path_max_fanout: 2
  worstRegToRegCells: 4
  critPathKind: "flip-flop to output port"
  r2r-start: "counter_n1.q[1]"
  end_kind: "output port"
  slowest_delay_ps: 320
  crit_chain: "or2_4 > nor2_2 > buf_2"
  crit_start: "mcu_c1.state[0]"
  crit_path_end: "play"
  ff2ff_setup_slack_ps: -120
  slowest_stage: "dfxtp_2"
  startpoint_type: "flip-flop"
global_routing:
  grt_pass1_vias: 261
  gr-total-overflow: 0
  grt_pass1_wl_um: 1150
  grt_max_degree: 7
  grt_usage: 0.0214
  antenna_found_initial: 0
run:
  tool_warnings: 27
  maxCapViolCount: 0
routing:
  drc: 0
  firstDrtPassIters: 3
  vias: 244
  viasPerCell: 2.77
  antenna_left: 0
  wl_um: 699
  antenna_cells: 0
  drt_iter0_markers: 3
  wl_per_cell_um: 7.94
floorplan:
  dieArea_mm2: 0.00640
  row_count: 21
  coreArea_mm2: 0.00342
  dieHeight_um: 80
  fp-utilization: 0.0722
  ios: 9
  die_x_um: 80
placed_design:
  place_hpwl_um: 495
  dpl_worst_slack_ps: -393
  portBuffers: 8
  gp_congestion: 0.728
  post_dp_cell_area_um2: 414
final_timing:
  setup_violations: 3
  worst_pin_slew_ps: 221
  rsz0062_at_grt: "yes"
  max_freq_mhz: 858
  hold_viol: 0
  fin_setup_tns_ps: -397
  finClkSkew_ps: 3.03
  finalMaxSlewViolations: 0
  post-route-min-period_ps: 1160
  period_used_share: 1.16
  relSlewSlack: 0.851
  fin_ws_ps: -165
yosys:
  yosys_cells: 24
  syn_inst: 24
  yosys.area.top_type_share: 0.487
  ys_seq_share: 0.487
  ys.flops: 6
  netlist_area_um2: 246
  ys_chip_area_um2: 246
  syn_avg_cell_area_um2: 10.3
  largest_area_cell: "dfxtp_1"
  synth_cell_types: 12
  yosysWarnings: 2
  ys_top_cells_by_area: "dfxtp_1, a21oi_1, and4bb_2"
clock_tree:
  clockBufferDepth: 2
  cts_tree: "yes"
  cts_max_level: 1
  cts.sink_count: 6
  clk_latency_ps: 240
  cts_root_buf: "clkbuf_4"
  numCtsBuffers: 3
  cts.reportedPaths.clkPinSlew_ps: 40
cells_and_area:
  final_cell_mix: "dfxtp_2, buf_4"
  drive_above_1_share: 0.690
  final_cell_area_um2: 488
  area_delta_synth_final_pct: 98.0
  layout_top_cell: "dfxtp_2"
  fin_util: 0.143
  fill_cells: 388
status:
  status: "finished with violations"
  violations: "setup timing"
hold_path:
  hold_path_class: "primary input to flip-flop"
power:
  p_leak_uw: 0.000186
  p_total_uw: 552
  power_density_mw_per_mm2: 1130
  vdd_drop_max_uv: 270
per-stage QoR:
stage	hold slack [ps]	instances
3_5_place_dp	502	82
2_1_floorplan	269	24
4_1_cts	351	87
6_report	380	88
3_3_place_gp	492	82
5_1_grt	408	88
power by group:
group / internal, µW / total [µW] / switching [µW]
Clock: 136 / 223 / 87.1
Sequential: 252 / 259 / 7.95
Combinational: 43.3 / 69.4 / 26.1
Total: 431 / 552 / 121
layer usage:
metal,GRT usage,routed length (µm),vias to the layer above
met1,0.0261,329,109
met3,0.0125,78,0
li1,-,-,127
met4,0.00704,0,0
met2,0.0305,291,8
met5,0,0,-
layout make-up:
cell class	instances	area (µm²)	area share
Multi-Input combinational cell	18	158	0.323
Clock buffer	3	22.5	0.0462
Timing Repair Buffer	15	123	0.251
Tap cell	46	57.6	0.118
Sequential cell	6	128	0.262
timing repair:
item | CTS | global route
resized | 25 | 7
pin swaps | 4 | 6
hold buffers | 0 | 0
buffers inserted | 3 | 1
endpoints found under the setup margin | 8 | 6
synth_stat cells (all sizes together):
cell and count:
and4bb 1, or3b 2, a21oi 5, nor2 3, nor4b 1, ha 1
or4b 1, dfxtp 6, nand2b 1, or2 2, mux2i 1
worst max-delay path: cells and delay by family, from the launching register on:
family	cells	cell delay (ps)
DFF	1	320
buffers and inverters	1	90
and+or+nand+nor	2	310
cell families after synthesis:
| group | synth area share |
|---|---|
| flops | 0.487 |
| compound gates | 0.102 |
| simple gates | 0.320 |
| fa+ha+maj | 0.0508 |
| mux | 0.0406 |
state kept, by name, indices dropped and copies added, names as in the netlist:
signal,flops
mcu_c1.state,4
counter_n1.q,2
worst min-delay path by stage:
stage / start / end / slack, ps / depth (start not counted)
final: play_pause / mcu_c1.state[3] / 380 / 2
after global routing: song_done / mcu_c1.state[1] / 410 / 3
after CTS: play_pause / mcu_c1.state[3] / 350 / 2
Power and IR drop assume default switching activity.
