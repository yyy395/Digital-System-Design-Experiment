**flow/config.mk**
```make
export PLATFORM = sky130hd
export DESIGN_NAME = note_player_c
export DESIGN_NICKNAME = note_player_c
export VERILOG_FILES = /design/flow/design.v
export SDC_FILE = /design/flow/constraint.sdc
export NUM_CORES = 4
export LEC_CHECK = 1
export CORE_AREA = 10 10 70 70
export DIE_AREA = 0 0 80 80
```
**flow/constraint.sdc**
```tcl
current_design note_player_c

set clk_period 1.5
set clk_io_pct 0.2

create_clock -name clk0 -period $clk_period [get_ports {clk}]

set non_clock_inputs [all_inputs -no_clocks]
set_input_delay [expr $clk_period * $clk_io_pct] -clock clk0 $non_clock_inputs
set_output_delay [expr $clk_period * $clk_io_pct] -clock clk0 [all_outputs]
```
**flow/design.v**
```verilog
module note_player_c(clk,reset,play_enable,load_new_note,timer_clear,timer_done,note_done,load);
input clk,reset,play_enable,load_new_note,timer_done;
output note_done,timer_clear,load;
parameter RESET=0,WAIT=1,DONE=2,LOAD=3; 
reg [1:0]state,nextstate;
reg timer_clear;
reg load;
reg note_done;
always @(posedge clk)begin
    if(reset)
        state=RESET;
    else
        state=nextstate;
end
always @(*)begin
    timer_clear=0;load=0;note_done=0; 
    case(state)
        RESET:begin
            timer_clear=1;
            load=0;
            note_done=0;
            nextstate=WAIT;
        end
        WAIT:begin
            timer_clear=0;
            load=0;
            note_done=0;
            if(play_enable)begin
                if(timer_done)begin
                    nextstate=DONE;
                end
                else
                begin
                    if(load_new_note)
                        nextstate=LOAD;
                    else
                        nextstate=WAIT;
                end
            end
            else
                nextstate=RESET;
        end
        DONE:begin
            timer_clear=1;
            load=0;
            note_done=1;
            nextstate=WAIT;
        end
        LOAD:begin
            timer_clear=1;
            load=1;
            note_done=0;
            nextstate=WAIT;
        end
    endcase
end
endmodule
```
**flow/run.sh**
```bash
#!/bin/bash
# OpenROAD 26Q1-2900-gdf79404cd8, Yosys 0.63+post, stock flow scripts
make -C /OpenROAD-flow-scripts/flow DESIGN_CONFIG=/design/flow/config.mk WORK_HOME=/design/flow/orfs finish
```
==> impl_metrics.toml <==
# flow metrics
[logic_synthesis]
yosys_cell_count = 13
synth_cells = 13
synth-warning-count = 1
synth.lib_cells_used.distinct = 9
numSynthFlops = 4
seq_area_frac_synth = 0.552
netlist_area_um2 = 145
post_synth.cell_area_avg_um2 = 11.2
synth_chip_area_um2 = 145

[setup_path]
r2r_slack_ns = 0.52
rr_endpoint = "state[2]"
worst_path_max_delay_cell = "sky130_fd_sc_hd__or3_4"
reg2reg_from = "state[0]"
timing.reg2reg.worst_path_depth = 2
timing.critical_path.required_ns = 1.20
worst_setup_path_class = "reg2out"
timing.critical_path.cells = "or3_4 > clkdlybuf4s15_1"
timing.critical_path.to_type = "output port"
cp_max_fo = 2
crit_path_start_kind = "flop"
cp_data_arrival_time_ns = 1.12
cpPeakStageDelay_ns = 0.39

[min_path]
min-delay-start = "state[2]"
holdCritPathClass = "reg2reg"
worst_hold_path.num_cells = 1
hold_path_end = "state[0]"

[sta]
slew-limit-headroom = 0.837
hold_viol_final = 0
max_slew.worst_pin.slew_ns = 0.242
timing.final.max_slew_violations = 0
setup_repair_after_global_routing_missed_its_margin = "no"
report.final.setup_viol = 0
final.period_utilization = 0.944
clock.fmax_ghz = 0.706
period_needed_ns = 1.42
layout_setup_ws_ns = 0.0835
timing.clock.skew_ns = 0.000413
totalNegativeSetupSlack_ns = 0

[place]
placed_cell_area_um2 = 273
post-place-cells = 66
io_buffer_count = 7
gp_congestion = 0.692
detailedPlace.worstSlack_ns = 0.0834
dp.final_hpwl_um = 379

[grt]
grt_max_degree = 5
wire_length_of_the_first_global_routing_pass_um = 731
globalRouteMet1Util = 0.0219
grt-busiest-layer = "met1"
grt_antenna_before_repair = 0
aggregate_global_route_resource_usage = 0.0155
gr-total-overflow = 0
met2_track_usage_gr = 0.0152
grt_use_met3 = 0.0136
vias_in_the_first_global_route = 155

[power]
leakagePower_nw = 0.106
power.density_nw_per_um2 = 956
worst_ir_drop_vdd_mv = 0.184

[cts]
post_cts.repair.setup_buffers = 0
root_buffer = "sky130_fd_sc_hd__clkbuf_4"
tritoncts = "built"
cts_inserted_buffers = 3
cts-hold-fix-buffers = 0
path_clk_slew_ns = 0.04
clk-insertion-delay-late_ns = 0.23
ctsLongestPathBuffers = 2
cts.sink_count = 4
h-tree-depth = 1

[floorplanning]
fp.dieH_um = 80
core_outline_area_um2 = 3420
chip_area_um2 = 6400
floorplan.die.width_um = 80
row_count = 21
io-pin-count = 8
fp_util = 0.0425

[detailed_routing]
remaining_drc_errors = 0
ant_nets = 0
insertedDiodeCount = 0
initialDrtViolationCount = 6
totalWireLength_um = 454
dr.pass1.iters = 4
drt-wirelength-per-cell_um = 6.58
num_vias = 126
via_to_cell_ratio = 1.83

[layout]
layout.cells.most_common = "sky130_fd_sc_hd__clkdlybuf4s50_1"
largest_register_ff_count = 4
finalInstanceArea_um2 = 294
area.growth.synth_to_final_pct = 103
instances_no_fill = 69
drive_gt1_frac = 0.174
layout.cells.most_common_list = "sky130_fd_sc_hd__clkdlybuf4s50_1 (5), sky130_fd_sc_hd__dfxtp_1 (4), sky130_fd_sc_hd__clkbuf_4 (3)"

[flow_run]
maxCapViolCount = 0
stage_log_warnings = 25

[outcome]
outcome = "completed"
## power breakdown
group	total [mW]	internal (mW)	switching (mW)
Clock	0.133	0.0895	0.0434
Sequential	0.115	0.112	0.00298
Combinational	0.0330	0.0230	0.0101
Total	0.281	0.225	0.0564
## through the flow
step                hold WS, ns  utilization  power (mW)
floorplan                 0.376            -       0.127
global placement          0.475       0.0799       0.152
detailed placement        0.494       0.0799       0.153
CTS                       0.505       0.0857       0.289
global route              0.551       0.0861       0.303
finish                    0.494       0.0861       0.281
## metal layers
layer  vias up  share of wire  wire length, um
li1         67              -                -
met1        52           0.63              285
met5         -              0                0
met3         0          0.095               43
met2         7           0.28              125
met4         0              0                0
## cell families after synthesis
| family | share of synthesized area |
|---|---|
| simple gates | 0.302 |
| flops | 0.552 |
| compound gates | 0.121 |
| buf+inv | 0.0258 |
## what timing repair did
action,CTS,global route
endpoints found under the setup margin,2,1
resized,2,1
cloned,0,0
## Yosys cell counts
cell type	n	area share
sky130_fd_sc_hd__dfxtp_1	4	0.55
sky130_fd_sc_hd__nor3b_1	2	0.10
sky130_fd_sc_hd__a21o_1	1	0.052
sky130_fd_sc_hd__inv_1	1	0.026
sky130_fd_sc_hd__nand2_1	1	0.026
sky130_fd_sc_hd__nor3_1	1	0.034
sky130_fd_sc_hd__nor4b_1	1	0.060
sky130_fd_sc_hd__o21ba_1	1	0.069
sky130_fd_sc_hd__or3_4	1	0.078
## critical path, delay by kind of cell, from the launching register on
| family | cells | cell delay (ns) |
|---|---|---|
| and+or+nand+nor | 1 | 0.39 |
| buffers and inverters | 1 | 0.19 |
| DFF | 1 | 0.30 |
## final cells by class
| class | instances | area, um2 |
|---|---|---|
| fillers | 416 | 3120 |
| flip-flops and latches | 4 | 80.1 |
| repair buffers | 7 | 68.8 |
| multi-input cells | 8 | 61.3 |
| well taps | 46 | 57.6 |
| clock buffers | 3 | 22.5 |
| inverters | 1 | 3.75 |
## how the worst max path moves through the flow
stage | start | end | slack, ns | cells past startpoint
final | state[0] | timer_clear | 0.08 | 2
after CTS | state[0] | timer_clear | 0.004 | 2
after global routing | state[0] | timer_clear | 0.04 | 2
Power figures rest on the tool's default switching activity, not on a simulated workload.
