## flow/run.sh

```bash
#!/bin/bash
# OpenROAD 26Q1-2900-gdf79404cd8, Yosys 0.63+post, stock flow scripts
make -C /OpenROAD-flow-scripts/flow DESIGN_CONFIG=/design/flow/config.mk WORK_HOME=/design/flow/orfs finish
```

## flow/config.mk

```make
export PLATFORM = sky130hd
export DESIGN_NAME = timer
export DESIGN_NICKNAME = timer
export VERILOG_FILES = /design/flow/design.v
export SDC_FILE = /design/flow/constraint.sdc
export NUM_CORES = 4
export LEC_CHECK = 1
export CORE_AREA = 10 10 70 70
export DIE_AREA = 0 0 80 80
```

## flow/constraint.sdc

```tcl
current_design timer

set clk_period 1.9
set clk_io_pct 0.2

create_clock -name clk0 -period $clk_period [get_ports {clk}]

set non_clock_inputs [all_inputs -no_clocks]
set_input_delay [expr $clk_period * $clk_io_pct] -clock clk0 $non_clock_inputs
set_output_delay [expr $clk_period * $clk_io_pct] -clock clk0 [all_outputs]
```

## flow/design.v

```verilog
module timer(r,en,done,q,clk);
parameter counter_bits=4;
input r,en,clk;
output done;
input [counter_bits-1:0]q; 
reg [counter_bits-1:0]p;
assign done = en&&(p==(q-1));
always @ (posedge clk)begin
    if(r)
        p = 0;
   else if(en)
   begin
       if(p==(q-1))
       p=0;
       else
       p=p+1;
   end
end
endmodule
```

==> impl_metrics.xml <==
<?xml version="1.0" encoding="UTF-8"?>
<metrics>
  <group name="global_route">
    <metric name="grt_first_pass_wirelength" unit="µm">1160</metric>
    <metric name="initial_antenna_violation_count" unit="">0</metric>
    <metric name="gr-total-overflow" unit="">0</metric>
    <metric name="grt_start_max_net_pins" unit="">5</metric>
    <metric name="grt_util_all_layers" unit="">0.0218</metric>
    <metric name="number_of_global_route_vias_before_repair" unit="">276</metric>
  </group>
  <group name="placed_design">
    <metric name="place.port_buffers" unit="">7</metric>
    <metric name="dpl-instance-area" unit="µm²">473</metric>
    <metric name="finalWeightedCongestion" unit="">0.768</metric>
    <metric name="place_hpwl" unit="µm">580</metric>
    <metric name="preCtsSetupSlack" unit="ps">-875</metric>
  </group>
  <group name="synth">
    <metric name="syn_inst" unit="">29</metric>
    <metric name="postSynthAreaPerCell" unit="µm²">10.1</metric>
    <metric name="ys_top_cells_by_count" unit="">xnor2_1, a311oi_1, dfxtp_1, xor2_1, inv_1</metric>
    <metric name="synth-seq-cells" unit="">4</metric>
    <metric name="syn_area" unit="µm²">293</metric>
    <metric name="asyncSetResetFlopFracSynth" unit="">0</metric>
    <metric name="synthDistinctLibCells" unit="">13</metric>
    <metric name="synth_sequential_area_ratio" unit="">0.274</metric>
    <metric name="yosysTopAreaCell" unit="">dfxtp_1</metric>
    <metric name="ys_area" unit="µm²">293</metric>
    <metric name="synth_stat.cells" unit="">29</metric>
    <metric name="ys_warn_count" unit="">1</metric>
    <metric name="synth.area.top_cells" unit="">dfxtp_1, xnor2_1, a311oi_1</metric>
    <metric name="synth_top_area_share" unit="">0.274</metric>
    <metric name="edf_count" unit="">0</metric>
    <metric name="synthMostInstantiatedCell" unit="">xnor2_1</metric>
    <metric name="ys_dominant_reg_cell" unit="">dfxtp_1</metric>
  </group>
  <group name="clocking">
    <metric name="cts_tree" unit="">yes</metric>
    <metric name="cts.path.max_buffers" unit="">2</metric>
    <metric name="worstSkewPairLatency" unit="ps">230</metric>
    <metric name="numCtsBuffers" unit="">3</metric>
    <metric name="ctsRootBufferMaster" unit="">clkbuf_4</metric>
    <metric name="cts.reportedPaths.clkPinSlew" unit="ps">40</metric>
    <metric name="cts_sinks" unit="">4</metric>
    <metric name="cts_hold_buffers" unit="">0</metric>
    <metric name="max_h_tree_level" unit="">1</metric>
  </group>
  <group name="die">
    <metric name="height_of_the_die" unit="µm">80</metric>
    <metric name="chipArea" unit="mm²">0.00640</metric>
    <metric name="boundary_pin_count" unit="">8</metric>
    <metric name="num_rows" unit="">21</metric>
    <metric name="dieWidth" unit="µm">80</metric>
    <metric name="core_area" unit="mm²">0.00342</metric>
    <metric name="fp_util" unit="">0.0857</metric>
  </group>
  <group name="setup_path">
    <metric name="worst-endpoint-required" unit="ps">1520</metric>
    <metric name="reg2reg_depth" unit="">4</metric>
    <metric name="critical_path.endpoint_type" unit="">output port</metric>
    <metric name="timing.critical_path.arrival" unit="ps">1510</metric>
    <metric name="critPathKind" unit="">input pin to output port</metric>
    <metric name="critPathMaxFanout" unit="">2</metric>
    <metric name="worst_setup_path_start_kind" unit="">input pin</metric>
  </group>
  <group name="routing">
    <metric name="ant_nets" unit="">0</metric>
    <metric name="vias" unit="">268</metric>
    <metric name="wire_length_after_detailed_routing" unit="µm">694</metric>
    <metric name="antennaDiodeCount" unit="">0</metric>
    <metric name="drtPass1Iterations" unit="">4</metric>
    <metric name="dr.first_iter.drc_count" unit="">3</metric>
    <metric name="post-route-drc-count" unit="">0</metric>
    <metric name="wire_per_inst" unit="µm">7.54</metric>
    <metric name="vias_per_instance" unit="">2.91</metric>
  </group>
  <group name="final_layout">
    <metric name="area_growth_syn_to_layout" unit="%">79.9</metric>
    <metric name="postLayoutCellArea" unit="µm²">527</metric>
    <metric name="flip_flop_count_of_the_largest_register_after_layout" unit="">4</metric>
    <metric name="drive_above_1_share" unit="">0.413</metric>
  </group>
  <group name="run_status">
    <metric name="status" unit="">completed</metric>
  </group>
  <group name="pwr">
    <metric name="finalPower" unit="mW">0.300</metric>
    <metric name="vdd.ir_drop.worst" unit="mV">0.138</metric>
    <metric name="cellLeakagePower" unit="nW">0.203</metric>
    <metric name="power.density" unit="mW/mm²">570</metric>
  </group>
  <group name="timing">
    <metric name="final-hold-violation-count" unit="">0</metric>
    <metric name="tightestPinTransition" unit="ps">297</metric>
    <metric name="fin_setup_tns" unit="ps">0</metric>
    <metric name="timing.final.crit_share" unit="">0.994</metric>
    <metric name="setup_violations" unit="">0</metric>
    <metric name="timing.slew.headroom" unit="">0.802</metric>
    <metric name="rsz_0062_raised_after_global_routing" unit="">true</metric>
    <metric name="fin_crit" unit="ps">1890</metric>
    <metric name="worst_slack" unit="ps">10.9</metric>
    <metric name="fmax" unit="MHz">529</metric>
    <metric name="clock-skew-final" unit="ps">0.176</metric>
    <metric name="final-max-slew-violation-count" unit="">0</metric>
  </group>
  <group name="worst_hold_path">
    <metric name="hold_class" unit="">flip-flop to flip-flop</metric>
    <metric name="hold-path-cell-count" unit="">2</metric>
  </group>
  <group name="run">
    <metric name="cap_violations" unit="">0</metric>
    <metric name="log.warning_count" unit="">26</metric>
  </group>
</metrics>
-- report_power, final --
part | switching, mW | internal (mW) | total [mW]
combinational | 0.0421 | 0.0614 | 0.104
clock | 0.0315 | 0.0704 | 0.102
sequential | 0.00534 | 0.0896 | 0.0950
total | 0.0789 | 0.221 | 0.300
-- routing by layer --
metal  global-route usage  wire length, µm
met2               0.0289              278
met3               0.0148               86
met5                    0                0
met4               0.0106               19
met1               0.0260              309
-- final timing paths --
| path | slack [ps] | startpoint | endpoint |
|---|---|---|---|
| min | 620 | p[3] | p[3] |
| min reg2reg | 620 | p[3] | p[3] |
| max | 10 | q[0] | done |
| max reg2reg | 640 | p[1] | p[2] |
-- layout by cell type, fill, tap and decap left out, types with 2 or more instances in the layout --
| master | instances |
|---|---|
| inv_2 | 2 |
| clkbuf_4 | 3 |
| xor2_1 | 4 |
| dfxtp_1 | 4 |
| buf_4 | 7 |
| dlygate4sd2_1 | 3 |
| xnor2_1 | 4 |
| a311oi_1 | 4 |
-- worst max-delay path: stages --
cell	delay, ps
buf_8	100
inv_4	50
ha_4	210
xnor2_4	130
a2111oi_4	360
and3_1	200
buf_2	90
-- stage by stage --
stage               hold slack, ps  instances  utilization
floorplan                      452         29            -
global placement               602         89        0.138
detailed placement             598         89        0.138
CTS                            608         92        0.152
global route                   630         92        0.154
finish                         616         92        0.154
-- logic make-up (layout without fill, tap and decap cells) --
| group | Yosys count | in the layout | share of synthesized area |
|---|---|---|---|
| flip-flops | 4 | 4 | 0.274 |
| XOR/XNOR | 9 | 9 | 0.269 |
| AND-OR/OR-AND | 5 | 5 | 0.214 |
| buffers and inverters | 3 | 20 | 0.0385 |
| AND/OR/NAND/NOR | 5 | 5 | 0.0855 |
| adder cells (fa/ha/maj) | 2 | 2 | 0.0855 |
| multiplexers | 1 | 1 | 0.0342 |
-- final cells by class --
class	instances	area (µm²)
fillers	392	2890
multi-input cells	22	233
repair buffers	14	120
flip-flops and latches	4	80.1
well taps	46	57.6
clock buffers	3	22.5
inverters	3	13.8
-- repair_timing --
action | 4_1_cts | 5_1_grt
buffers inserted | 0 | 0
resized | 18 | 6
endpoints found under the setup margin | 1 | 1
pin swaps | 4 | 4
Power and IR drop assume default switching activity.
